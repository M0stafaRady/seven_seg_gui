==> config.mk <==
export PLATFORM = sky130hd
export DESIGN_NAME = timer
export DESIGN_NICKNAME = timer
export VERILOG_FILES = /design/flow/design.v
export SDC_FILE = /design/flow/constraint.sdc
export NUM_CORES = 4
export LEC_CHECK = 1
export CORE_UTILIZATION = 50
==> run.sh <==
#!/bin/bash
# OpenROAD 26Q1-2900-gdf79404cd8, Yosys 0.63+post, stock flow scripts
make -C /OpenROAD-flow-scripts/flow DESIGN_CONFIG=/design/flow/config.mk WORK_HOME=/design/flow/orfs finish
==> design.v <==
module timer #(parameter    CC = 1,
                            FREQ = 2_000,
                            SCAN_PER_SEC = 25) 
(
    input   wire        clk,
    input   wire        rst,
    output  wire [7:0]  seven_seg,
    output  wire [3:0]  digit_en     
);
    localparam DIG_DURATION = (FREQ)/(4 * SCAN_PER_SEC);
    reg [3:0]   sec_ones, sec_tens;
    reg [3:0]   min_ones, min_tens;
    wire        nine_sec        = (sec_ones == 4'd9);
    wire        fifty_nine_sec  = (sec_tens == 4'd5) & nine_sec;
    wire        nine_min        = (min_ones == 4'd9);
    wire        fifty_nine_min  = (min_tens == 4'd5) & nine_min;
    reg         sec;
    reg         scan;
    reg [31:0]  sec_div;
    reg [31:0]  scan_div;
    always @(posedge clk or posedge rst) begin
        if(rst)
            sec_div <= 32'b0;
        else if(sec_div == FREQ)
            sec_div <= 32'b0;
        else
            sec_div <= sec_div + 32'b1;
    end
    always @(posedge clk or posedge rst) begin
        if(rst)
            scan_div <= 32'b0;
        else if(scan_div == DIG_DURATION)
            scan_div <= 32'b0;
        else
            scan_div <= scan_div + 32'b1;
    end
    always @(posedge clk or posedge rst) begin
        if(rst)
            sec <= 1'b0;
        else if(sec_div == FREQ)
            sec <= 1'b1;
        else 
            sec <= 1'b0;
    end
    always @(posedge clk or posedge rst) begin
        if(rst)
            scan <= 1'b0;
        else if(scan_div == DIG_DURATION)
            scan <= 1'b1;
        else 
            scan <= 1'b0;
    end
    always @(posedge clk or posedge rst)
        if(rst) 
            sec_ones <=  4'b0;
        else if(sec) begin
            if(!nine_sec) 
                sec_ones <= sec_ones + 4'd1;
            else 
                sec_ones <= 0;
        end
    always @(posedge clk or posedge rst)
        if(rst) 
            sec_tens <=  4'b0;
        else if(sec) begin 
            if(fifty_nine_sec) 
                sec_tens <= 0;
            else if(nine_sec) 
                sec_tens <= sec_tens + 4'd1;
        end
    always @(posedge clk or posedge rst)
        if(rst) 
            min_ones <=  4'b0;
        else if(fifty_nine_sec & sec) begin
            if(!nine_min)
                min_ones <= min_ones + 4'd1;
            else
                min_ones <= 0;
        end
    always @(posedge clk or posedge rst)
        if(rst) 
            min_tens <=  4'b0;
        else if(fifty_nine_sec & sec) begin
            if(fifty_nine_min) 
                min_tens <= 0;
            else if(nine_min) 
                min_tens <= min_tens + 4'd1;
        end
        reg [1:0] dig_cnt;
        always @(posedge clk or posedge rst) begin
            if(rst)
                dig_cnt <= 2'b0;
            else
                if(scan) dig_cnt <= dig_cnt + 1'b1;
        end
        wire [3:0]  bcd_mux =   (dig_cnt == 2'b00) ? sec_ones :
                                (dig_cnt == 2'b01) ? sec_tens :
                                (dig_cnt == 2'b10) ? min_ones : min_tens;
        reg [7:0]   ca_7seg;
        wire[7:0]   cc_7seg = ~ ca_7seg;
        always @* begin
            ca_7seg = 7'b0000000;
            case(bcd_mux)
                4'd0 : ca_7seg = 7'b0000001;
                4'd1 : ca_7seg = 7'b1001111;
                4'd2 : ca_7seg = 7'b0010010;
                4'd3 : ca_7seg = 7'b0000110;
                4'd4 : ca_7seg = 7'b1001100;
                4'd5 : ca_7seg = 7'b0100100;
                4'd6 : ca_7seg = 7'b0100000;
                4'd7 : ca_7seg = 7'b0001111;
                4'd8 : ca_7seg = 7'b0000000;
                4'd9 : ca_7seg = 7'b0000100;
            endcase
        end
        generate
            if(CC==0) begin
                assign seven_seg    =   ca_7seg;
                assign digit_en     =   (4'b1 << dig_cnt);
            end else begin
                assign seven_seg    =   cc_7seg;
                assign digit_en     =   ~(4'b1 << dig_cnt);
            end
        endgenerate
endmodule
==> constraint.sdc <==
current_design timer

set clk_period 4.5
set clk_io_pct 0.2

create_clock -name clk0 -period $clk_period [get_ports {clk}]

set non_clock_inputs [all_inputs -no_clocks]
set_input_delay [expr $clk_period * $clk_io_pct] -clock clk0 $non_clock_inputs
set_output_delay [expr $clk_period * $clk_io_pct] -clock clk0 [all_outputs]
==> reports/results.ini <==
[timing]
fmax_mhz = 257
fin_crit_sh = 0.865
finalHoldViolCount = 0
setup_violations = 0
max_slew_margin = 0.481
maxSlewViolCount = 0
min_period_ps = 3890
fin_worst_skew_ps = 10.2
fin_tns_setup_ps = 0
rsz0062_at_grt = no
worstMarginPinSlew_ps = 772

[yosys]
synthesis.area_um2 = 4260
synth_warnings = 1
ys_area_um2 = 4260
synthFlopType = dfrtp_1
ys.flops = 84
synthArstFlopShare = 1.00
syn_inst = 417
syn-mean-instance-area_um2 = 10.2
yosysSeqAreaShare = 0.493
post-synth-top-area-cell = dfrtp_1
synth_stat.cells = 417
edf_count = 0
top_cell_area_share = 0.493
topCellsByArea = dfrtp_1 (49%), xnor2_1 (8.4%), xor2_1 (4.7%)
ys_types = 46

[min_path]
min_to = sec_div[31]
holdPathStages = 1
hold_start = sec_div[31]
worstHoldPathType = register to register

[pwr]
clockPowerShare = 0.409
peakVddDrop_mv = 0.159
total_power_mw = 1.30
leakage_nw = 2.22
internal-power_mw = 1.03
p_seq_frac = 0.579
p_switching_mw = 0.274
pwr-share-comb = 0.012
p_per_area_nw_per_um2 = 277
swShare = 0.210

[critical_path]
timing.critical_path.to_type = primary output
regToRegStartpoint = scan_div[0]
cp.arrival_ps = 2990
worst-path-max-fanout = 6
critPathLaunchType = register
r2r_end = scan_div[20]
crit_type = register to primary output
cp_data_required_time_ps = 3600
reg2reg_slack_ps = 2490
worst_r2r_path_depth = 6

[final_layout]
lay_top_cells = dfrtp_1 (84), xnor2_1 (41), nand2_1 (39)
layout.cells.most_common = dfrtp_1
layout-drive-gt1-share = 0.0679
area_delta_synth_final_pct = 10.4
post-route-util = 0.573

[run_status]
outcome = finished clean

[placed_design]
place.gp.congestion = 0.855
port_buffers = 12
dpl.hpwl_um = 5100

[job]
warnings = 34
max-cap-violations = 0

[routing]
diodes = 0
wl_um = 7150
drt-vias-per-instance = 5.31
vias = 2905
drtPass1Iterations = 4
route.detailed.wl_per_inst_um = 13.1
antenna_left = 0
post-route-drc-count = 0
first_iter_violations = 88

[cts]
postCtsHoldBufs = 0
cts_htree_levels = 3
clk_latency_ps = 340
cts_tree = yes
post_cts_buffers = 0
cts_buffer_depth = 2
clk_pin_slew_ps = 80
clock_sinks = 84
ctsResizeCount = 0
numCtsBuffers = 9
cts_root_buffer = clkbuf_8

[global_route]
antenna_found_initial = 0
gr-total-overflow = 0
grt_first_pass_wirelength_um = 12600
grt_usage = 0.186
grt_max_degree = 57
grt_pass1_vias = 2725

[floorplan]
dieWidth_um = 94.4
dieArea_um2 = 8900
io_pins = 14
num_rows = 33
fp_util = 0.519
die_y_um = 94.4
coreArea_um2 = 8220

==> synth_stat cells (3+ instances only) <==
| cell type | count |
|---|---|
| xnor2_1 | 41 |
| mux2i_1 | 5 |
| dfrtp_1 | 84 |
| nor3_1 | 6 |
| and3_1 | 9 |
| a21oi_1 | 4 |
| nor2_1 | 36 |
| o21ai_0 | 14 |
| ha_1 | 16 |
| xor2_1 | 23 |
| nand2_1 | 39 |
| nor2b_1 | 7 |
| nor4_1 | 10 |
| mux2_2 | 4 |
| and2_1 | 4 |
| nor4b_1 | 3 |
| nand3_1 | 30 |
| nand4_1 | 20 |
| inv_1 | 24 |
| and4_1 | 4 |
==> power by group through the flow <==
| stage | sequential (mW) | clock [mW] | combinational, mW |
|---|---|---|---|
| CTS | 0.754 | 0.557 | 0.0170 |
| global route | 0.754 | 0.593 | 0.0193 |
| finish | 0.754 | 0.534 | 0.0155 |
==> layer usage <==
layer / part of all wire / track usage
met1: 0.54 / 0.318
met2: 0.42 / 0.269
met3: 0.032 / 0.0319
met4: 0.0097 / 0.0256
met5: 0 / 0
==> registers in the layout (all words and copies together), names as in the netlist <==
register / flops
min_tens: 4
sec_tens: 4
dig_cnt: 2
sec_ones: 4
sec: 1
scan: 1
min_ones: 4
sec_div: 32
scan_div: 32
==> how the worst max path moves through the flow <==
stage,start,endpoint,slack (ps)
CTS,dig_cnt[0],seven_seg[5],600
finish,dig_cnt[0],seven_seg[5],610
global route,dig_cnt[0],seven_seg[5],340
==> per-stage QoR <==
step                std cells  setup slack, ps  cell area (um2)  hold WS [ps]
floorplan                 417             1430             4260           443
global placement          531             1060             4500           465
detailed placement        531              994             4500           466
CTS                       547              602             4710           479
global route              547              344             4710           495
finish                    547              605             4710           474
==> final cells by class <==
class / count / area, um2
sequential: 84 / 2100
timing repair buffer: 13 / 128
fill: 688 / 3510
clock inverter: 5 / 60.1
multi-input combinational: 305 / 2050
clock buffer: 11 / 141
tap: 105 / 131
inverter: 24 / 91.3
==> cell families after synthesis <==
logic type | Yosys count | synth area share
flip-flops | 84 | 0.493
buffers and inverters | 28 | 0.0258
XOR/XNOR | 65 | 0.135
AND/OR/NAND/NOR | 185 | 0.234
AND-OR/OR-AND | 29 | 0.0414
multiplexers | 9 | 0.0223
other | 1 | 0.000879
adder cells (fa/ha/maj) | 16 | 0.0469
==> critical path, stage by stage, from the launching register on <==
cell	delay, ps
dfrtp_1	430
inv_1	120
ha_1	260
mux2i_1	210
a211oi_1	90
a21oi_1	330
inv_1	160
ha_1	290
or3_1	360
clkdlybuf4s50_1	400
Power and IR drop assume default switching activity.
